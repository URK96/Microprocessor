File: design.v
`timescale 1ns / 1ps
module Control(
	input CLK_In,
	input [3:0] User_Input0,  
	input [3:0] User_Input1,  
	output reg [15:0] Instruction,
	output reg [3:0] State
    );
	parameter [3:0] S0 = 4'd0,	 
                    S1 = 4'd1,    
                    S2 = 4'd2,    
                    S3 = 4'd3,    
                    S4 = 4'd4,    
                    S5 = 4'd5,    
                    S6 = 4'd6,    
                    S8 = 4'd8,    
                    S9 = 4'd9,    
                    S10 = 4'd10,  
                    S12 = 4'd12,  
					S14 = 4'd14,  
                    S15 = 4'd15;  
	reg [3:0] nState, ntState;
	reg [3:0] tAddr;
	reg [3:0] Op1, Op2, Op3, Op4;
	initial
	begin
		nState = S1;
		ntState = S1;
		tAddr = 4'd0;
		Op1 = 4'd0;
		Op2 = 4'd0;
		Op3 = 4'd0;
		Op4 = 4'd0;
	end
	always @(posedge CLK_In)
	begin
		if (User_Input1 == 4'b1000)
		begin
			nState <= S0;
			ntState <= S1;
		end
		else
		begin
			case (State)
				S0:
				begin
					if (User_Input1 == 4'd0)
					begin
						nState <= ntState;
					end
					else
					begin
						nState <= S0;
					end
				end
				S1:
				begin
					Instruction <= {4'd0, User_Input0, 3'b000, 4'd0, 1'b0};
					if (User_Input1 == 4'b0001)
					begin
						if (User_Input0 == 4'b0010)
						begin
							nState <= S0;
							ntState <= S2;
						end
						else if (User_Input0 == 4'b0100)
						begin
							nState <= S0;
							ntState <= S5;
						end
						else if (User_Input0 == 4'b1000)
						begin
							nState <= S0;
							ntState <= S8;
						end
						else
						begin
							nState <= S1;
						end
					end
					else
					begin
						nState <= S1;
					end
				end
				S2:
				begin
					Instruction <= {4'd0, User_Input0, 3'b000, 4'd0, 1'b0};
					if (User_Input1 == 4'b0001)
					begin
						tAddr <= User_Input0;
						nState <= S0;
						ntState <= S3;
					end
					else
					begin
						nState <= S2;
					end
				end
				S3:
				begin
					Instruction <= {4'd0, User_Input0, 3'b000, 4'd0, 1'b0};
					if (User_Input1 == 4'b0001)
					begin
						Instruction <= {4'd0, User_Input0, 3'b000, tAddr, 1'b1};
						nState <= S0;
						ntState <= S4;
					end
					else
					begin
						nState <= S3;
					end
				end
				S4:
				begin
					Instruction <= {tAddr, 4'd0, 3'b000, 4'd0, 1'b0};
					if (User_Input1 == 4'b0001)
					begin
						nState <= S0;
						ntState <= S1;
					end
					else
					begin
						nState <= S4;
					end
				end
				S5:
				begin
					Instruction <= {4'd0, User_Input0, 3'b000, 4'd0, 1'b0};
					if (User_Input1 == 4'b0001)
					begin
						tAddr <= User_Input0;
						Instruction <= {4'd0, User_Input0, 3'b000, 4'd0, 1'b0};
						nState <= S0;
						ntState <= S6;
					end
					else
					begin
						nState <= S5;
					end
				end
				S6:
				begin
					Instruction <= {tAddr, 4'd0, 3'b000, 4'd0, 1'b0};
					if (User_Input1 == 4'b0001)
					begin
						nState <= S0;
						ntState <= S1;
					end
					else
					begin
						nState <= S6;
					end
				end
				S8:
				begin
					Instruction <= {4'd0, User_Input0, 3'b000, 4'd0, 1'b0};
					if (User_Input1 == 4'b0001)
					begin
						Op1 <= User_Input0;
						nState <= S0;
						ntState <= S9;
					end
					else
					begin
						nState <= S8;
					end
				end
				S9:
				begin
					Instruction <= {4'd0, User_Input0, 3'b000, 4'd0, 1'b0};
					if (User_Input1 == 4'b0001)
					begin
						Op2 <= User_Input0;
						nState <= S0;
						ntState <= S10;
					end
					else
					begin
						nState <= S9;
					end
				end
				S10:
				begin
					Instruction <= {4'd0, User_Input0, 3'b000, 4'd0, 1'b0};
					if (User_Input1 == 4'b0001)
					begin
						Op3 <= User_Input0;
						nState <= S0;
						if (User_Input0[3:1] == 3'b010 || User_Input0[3:1] == 3'b011)
						begin
							Op4 <= 4'd0;
							ntState <= S14;
						end
						else
						begin
							ntState <= S12;
						end
					end
					else
					begin
						nState <= S10;
					end
				end
				S12:
				begin
					Instruction <= {4'd0, User_Input0, 3'b000, 4'd0, 1'b0};
					if (User_Input1 == 4'b0001)
					begin
						Op4 <= User_Input0;
						nState <= S0;
						ntState <= S14;
					end
					else
					begin
						nState <= S12;
					end
				end
				S14:
				begin
					Instruction <= {Op1, Op2, Op3, Op4};
					nState <= S15;
				end
				S15:
				begin
					if (Op4[0] == 1'b1)
					begin
						if ((!(Op3[3:1] == 3'b010 || Op3[3:1] == 3'b011) && {Op3[0], Op4[3:1]} == 4'b0000))
						begin
							Instruction <= {Op1, Op2, Op3, Op4};
						end
						else if (Op1 == {Op3[0], Op4[3:1]} || Op2 == {Op3[0], Op4[3:1]})
						begin
							tAddr <= {Op3[0], Op4[3:1]};
							Instruction <= {4'd0, tAddr, 3'b000, 4'd0, 1'b0};
						end
						else
						begin
							Instruction <= {Op1, Op2, Op3, Op4[3:1], 1'b0};
						end
					end
					else
					begin
						Instruction <= {Op1, Op2, Op3, Op4};
					end
					if (User_Input1 == 4'b0001)
					begin
						nState <= S0;
						ntState <= S1;
					end
					else
					begin
						nState <= S15;
					end
				end
			endcase
		end
	end
	always @(posedge CLK_In)
	begin
		State <= nState;
	end
endmodule
File: run.sh
#!/bin/bash
# OpenROAD 26Q1-2900-gdf79404cd8, Yosys 0.63+post, stock flow scripts
make -C /OpenROAD-flow-scripts/flow DESIGN_CONFIG=/design/flow/config.mk WORK_HOME=/design/flow/orfs finish
File: config.mk
export PLATFORM = sky130hd
export DESIGN_NAME = Control
export DESIGN_NICKNAME = Control
export VERILOG_FILES = /design/flow/design.v
export SDC_FILE = /design/flow/constraint.sdc
export NUM_CORES = 4
export LEC_CHECK = 1
export CORE_UTILIZATION = 30
File: constraint.sdc
current_design Control

set clk_period 5.1
set clk_io_pct 0.2

create_clock -name clk0 -period $clk_period [get_ports {CLK_In}]

set non_clock_inputs [all_inputs -no_clocks]
set_input_delay [expr $clk_period * $clk_io_pct] -clock clk0 $non_clock_inputs
set_output_delay [expr $clk_period * $clk_io_pct] -clock clk0 [all_outputs]
==> results.toml <==
# implementation run metrics
[setup_path]
startpoint = "User_Input0[0]"
crit_chain = "clkdlybuf4s50_1, or4b_4, o311ai_2, nand2_4, nor3_4, mux2i_1"
cp.depth = 6
r2r_end = "Instruction[11]"
required_ns = 5.34
max_stage_delay_ns = 0.67
path_buffers = 1
startpoint_type = "input pin"
r2r_setup_slack_ns = 2.78
crit_type = "in2reg"
crit_end = "ntState[3]"
reg2reg_depth = 5
timing.rr.start = "State[1]"
crit_family = "simple AND/OR/NAND/NOR gates"
crit_arrival_ns = 3.06
slowest_stage = "clkdlybuf4s50_1"
critPathCaptureType = "register"
crit_fanout = 12

[final_layout]
syn2layout_area_growth_pct = 19.91
largest_reg_flops = 16
regMostFlops = "Instruction"
stdcell_count = 353
drive_gt1_frac = 0.1036

[logic_synthesis]
top_area_frac = 0.4377
yosys_most_used_dff = "edfxtp_1"
syn-mean-instance-area_um2 = 11.03
ys_cells = 224
yosys_area_um2 = 2470
ys_async_sr_fraction = 0
netlist_top_cells_area = "edfxtp_1 (44%), dfxtp_1 (9.7%), xnor2_1 (4.3%)"
synth_warnings = 1
synth_top_cell_by_count = "edfxtp_1"
netlist_instances = 224
seq_area_frac_synth = 0.5350
ys.flops = 48
synth_cell_types = 47
edf_count = 36
top_area_cell = "edfxtp_1"
netlist_area_um2 = 2470
common_cells = "edfxtp_1 (36), nand2_1 (22), nor2_1 (17)"

[clock_tree]
clkLatencyLatePin_ns = 0.30
cts_buffers = 5
post-cts-setup-buffers = 0
ctsResizeCount = 0
clockBufferDepth = 2
cts_tree = "yes"
clock-sinks = 48
holdBufCountCts = 0
htree_levels = 2
root_buffer = "clkbuf_8"
path_clk_slew_ns = 0.09

[die]
chipArea_um2 = 8600
ios = 29
fp.dieW_um = 92.74
core_area_um2 = 7848
die_h_um = 92.74
core_util_floorplan = 0.3147
num_rows = 32

[drt]
met2_length_um = 2395
ant_nets = 0
wl_um = 5155
firstDrtPassIters = 4
drtIter0Drc = 71
wl_met3_um = 232
drc = 0
avgViaCountPerCell = 5.034
wl_met1_um = 2438
wl_per_cell_um = 14.60
dr_total_vias = 1777
antenna_cells = 0
top_layer = "met4"

[timing]
max_freq_mhz = 354.4
slew_headroom = 0.4764
tns_ns = 0
rsz0062_at_grt = "false"
fin_crit_sh = 0.5533
final.setup_skew_ns = 0.003689
setup_viol = 0
hold_viol = 0
fin_crit_ns = 2.822
tightest_slew_ns = 0.7844
drv_slew = 0

[power_and_ir_drop]
p_per_area_nw_per_um2 = 493.7
p_total_mw = 1.462
p_leak_nw = 0.9607
vdd_drop_max_uv = 208.2

[global_route]
antenna_found_initial = 0
grt_usage = 0.1275
grt_overflow = 0
grt_max_degree = 24
grt_pass1_vias = 1716
grt_pass1_wl_um = 8349

[job]
warnings = 25
drv_cap = 0

[placement]
placed_cells = 345
dpl.hpwl_um = 3693
gp_congestion = 0.8760
io_buffers = 28

[run_status]
status = "complete, no violations"

[min_path]
hold_path.class = "reg2reg"
min_delay_path_depth = 0
layout by cell type, fill, tap and decap left out, types with 5 or more instances in the layout:
master,Yosys,final
dfxtp_1,12,12
xnor2_1,12,12
nor3_1,11,10
clkbuf_8,0,5
a22o_1,8,8
edfxtp_1,36,36
a21oi_1,12,12
mux2i_1,8,8
nand2_1,22,22
nor2_1,17,17
o21ai_1,5,5
clkdlybuf4s50_1,0,28
and2_1,10,10
area by class of cell:
class                           instances  area [um2]
Tap cell                              102       127.6
Clock buffer                            5       68.82
Fill cell                             765        4886
Timing Repair Buffer                   31       302.8
Multi-Input combinational cell        160        1079
Clock inverter                          3       47.55
Sequential cell                        48        1321
Inverter                                4       15.01
kinds of logic after synthesis:
logic type      synth area share
flops                     0.5350
xor+xnor                 0.04255
simple gates              0.1935
buf+inv                  0.03039
mux                      0.05066
compound gates            0.1479
power by group:
part | switching (mW) | internal (mW)
registers | 0.107 | 0.563
logic | 0.233 | 0.280
clock network | 0.131 | 0.148
per-stage QoR:
step / setup WS [ns] / utilization / hold WS, ns / area (um2)
2_1_floorplan: 2.306 / - / 0.3259 / 2470
3_3_place_gp: 1.961 / 0.3626 / 0.3286 / 2845
3_5_place_dp: 1.965 / 0.3626 / 0.3318 / 2845
4_1_cts: 2.286 / 0.3774 / 0.3529 / 2962
5_1_grt: 2.151 / 0.3774 / 0.3608 / 2962
6_report: 2.278 / 0.3774 / 0.3505 / 2962
worst min-delay path by stage:
stage,start,endpoint,slack (ns)
final,nState[1],State[1],0.35
after CTS,nState[1],State[1],0.35
after global routing,nState[0],State[0],0.36
per-layer routing:
layer,vias to the layer above,global-route usage
met5,-,0
met3,10,0.02924
met1,837,0.1835
met4,0,0.02564
li1,888,-
met2,42,0.2049
Power and IR drop assume default switching activity.
