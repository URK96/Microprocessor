<file path="config.mk">
export PLATFORM = sky130hd
export DESIGN_NAME = IO
export DESIGN_NICKNAME = IO
export VERILOG_FILES = /design/flow/design.v
export SDC_FILE = /design/flow/constraint.sdc
export NUM_CORES = 4
export LEC_CHECK = 1
export CORE_UTILIZATION = 30
</file>
<file path="constraint.sdc">
current_design IO

set clk_period 5.0
set clk_io_pct 0.2

create_clock -name clk0 -period $clk_period [get_ports {CLK}]

set non_clock_inputs [all_inputs -no_clocks]
set_input_delay [expr $clk_period * $clk_io_pct] -clock clk0 $non_clock_inputs
set_output_delay [expr $clk_period * $clk_io_pct] -clock clk0 [all_outputs]
</file>
<file path="design.v">
`timescale 1ns / 1ps
module BCD7Segment(
	input [3:0] BCD,
	output reg [6:0] segment
    );
	always @(BCD)
	begin
		case (BCD)
			4'd0 : segment = 7'b011_1111; 
			4'd1 : segment = 7'b000_0110;
			4'd2 : segment = 7'b101_1011;
			4'd3 : segment = 7'b100_1111;
			4'd4 : segment = 7'b110_0110;
			4'd5 : segment = 7'b110_1101;
			4'd6 : segment = 7'b111_1101;
			4'd7 : segment = 7'b000_0111;
			4'd8 : segment = 7'b111_1111;
			4'd9 : segment = 7'b110_1111;
			4'd10 : segment = 7'b111_0111; 
			4'd11 : segment = 7'b111_1100;
			4'd12 : segment = 7'b011_1001;
			4'd13 : segment = 7'b101_1110;
			4'd14 : segment = 7'b111_1001;
			4'd15 : segment = 7'b111_0001;
			default : segment = 7'b000_0000;
		endcase
	end
endmodule
`timescale 1ns / 1ps
module CLK10Mto10K(
	input CLK10M,
	output reg CLK10K
    );
	reg [8:0] count;
	always @(posedge CLK10M)
	begin
		if (count == 499)
		begin
			count <= 0;
			CLK10K <= ~CLK10K;
		end
		else
		begin
			count <= count + 1'b1;
		end
	end
endmodule
`timescale 1ns / 1ps
module IO(
	input CLK,
	input [15:0] Result,
	input [3:0] State,
	input [3:0] Slide_Switch,
	input [3:0] Button,
	output reg [3:0] User_Input0,
	output reg [3:0] User_Input1,
	output CLK_In,
	output reg [3:0] LED,
	output [7:0] Segment7_0,  
	output [7:0] Segment7_1  
    );
	wire CLK10K;
	reg [15:0] eResult;
	initial
	begin
		eResult <= 16'd0;
		LED <= 4'b0000;
		User_Input0 <= 4'b0000;
		User_Input1 <= 4'b0000;
	end
	assign CLK_In = CLK10K;
    parameter [3:0] S0 = 4'd0,
                    S1 = 4'd1,    
                    S2 = 4'd2,    
                    S3 = 4'd3,    
                    S4 = 4'd4,    
                    S5 = 4'd5,    
                    S6 = 4'd6,    
                    S8 = 4'd8,    
                    S9 = 4'd9,    
                    S10 = 4'd10,  
                    S12 = 4'd12,  
					S14 = 4'd14,  
                    S15 = 4'd15;  
	always @(posedge CLK_In)
	begin
		User_Input0 <= Slide_Switch;
		User_Input1 <= Button; 
		case(State)
			S0:
			begin
			end
			S1:
			begin
				LED <= 4'b0000;
				eResult <= {12'd0, Result[3:0]};
			end
			S2:
			begin
				eResult <= {4'd0, Result[3:0], 8'd0};
			end
			S3:
			begin
				eResult <= {eResult[15:8], 4'd0, Result[3:0]};
			end
			S4:
			begin
				LED <= 4'b1111;
				eResult <= {eResult[15:8], 4'd0, Result[3:0]};
			end
			S5:
			begin
				eResult <= {4'd0, Result[3:0], 8'd0};
			end
			S6:
			begin
				LED <= 4'b1111;
				eResult <= {eResult[15:8], Result[7:0]};
			end
			S8:
			begin
				LED <= 4'b1000;
				eResult <= {Result[3:0], 12'd0};
			end
			S9:
			begin
				LED <= 4'b0100;
				eResult <= {eResult[15:12], Result[3:0], 8'd0};
			end
			S10:
			begin
				LED <= 4'b0010;
				eResult <= {eResult[15:8], Result[3:0], 4'd0};
			end
			S12:
			begin
				LED <= 4'b0001;
				eResult <= {eResult[15:4], Result[3:0]};
			end
			S14:
			begin
				eResult <= Result;
			end
			S15:
			begin
				LED <= 4'b1111;
				eResult <= Result;
			end
			default:
			begin
			end
		endcase
	end
	CLK10Mto10K clk10mto10k(CLK, CLK10K);
	SegmentTimer segTimer(CLK_In, eResult, Segment7_0, Segment7_1);
endmodule
`timescale 1ns / 1ps
module SegmentTimer(
    input CLK,
    input [15:0] Result,
    output [7:0] Segment7_0,  
    output [7:0] Segment7_1  
    );
    wire [3:0] digit_1000, digit_100, digit_10, digit_1;
    wire [6:0] seg_1000_100, seg_10_1;
    wire [3:0] digit_1000_100, digit_10_1;
    assign digit_1000 = Result[15:12];
    assign digit_100 = Result[11:8];
    assign digit_10 = Result[7:4];
    assign digit_1 = Result[3:0];
    assign digit_1000_100 = CLK ? digit_1000 : digit_100;
    assign digit_10_1 = CLK ? digit_10 : digit_1;
    assign Segment7_0[7:1] = seg_10_1;
    assign Segment7_1[7:1] = seg_1000_100;
    assign Segment7_0[0] = CLK ? 1'b1 : 1'b0;
    assign Segment7_1[0] = CLK ? 1'b1 : 1'b0;
    BCD7Segment seg1000to100(digit_1000_100, seg_1000_100);
    BCD7Segment seg10to1(digit_10_1, seg_10_1);
endmodule
</file>
<file path="run.sh">
#!/bin/bash
# OpenROAD 26Q1-2900-gdf79404cd8, Yosys 0.63+post, stock flow scripts
make -C /OpenROAD-flow-scripts/flow DESIGN_CONFIG=/design/flow/config.mk WORK_HOME=/design/flow/orfs finish
</file>
==> results.txt <==
Status on the layout run. The synthesized netlist devotes 2.94% of its cell area to XOR and XNOR gates. Via count of the first global-routing pass landed at approximately 1.6k. Setup repair after global routing left no endpoint under its margin.

For this run, design rule violations remaining after detail routing come to 0. Final worst slack landed at 1.03 ns. The cell sitting at the root of the clock tree is a sky130_fd_sc_hd__clkbuf_8.

The worst setup path is launched from a flip-flop. In this run, the synthesized area fraction spent on and/or/nand/nor cells is recorded as 15.2%. Number of register pins that no clock reaches landed at 28. Wire length after detailed routing landed at around 4.4 mm. Sorting the Yosys area breakdown by cell type puts at the top sky130_fd_sc_hd__edfxtp_1. Minimum period implied by the final worst setup slack landed at just under 4 ns. Largest fanout on the critical path landed at 34.

Buffers added to address setup during post-CTS repair amount to 0. Die boundary width landed at between 90 and 100 um. H-tree depth landed at 1. The run finished with clean final reports. By count the netlist is led by 21 x sky130_fd_sc_hd__edfxtp_1, 18 x sky130_fd_sc_hd__nor2_1, 17 x sky130_fd_sc_hd__dfxtp_1.

Number of buffers created by CTS landed at 3. Floorplan die area landed at 8310 um2. Area fraction in compound gates after synthesis landed at between 10% and 20%.

By instance count, the leading cell after synthesis is sky130_fd_sc_hd__edfxtp_1. Max-slew headroom at the worst pin landed at 39.1%. Power spread over the standard cell area amounts to 84.1 nW/um2. Total cells reported by yosys after synthesis landed at 233.

58 I/O pins were placed. According to the dpl log, the detail-placed design has an HPWL of 3.39 mm. Average detailed-routed wire length per instance landed at 11.7 um.

The transition time recorded at the tightest slew-check pin is 0.910 ns. TritonCTS built the clock tree. The worst setup path is captured at a primary output. Among all flip-flop cells after synthesis, the most frequent one is sky130_fd_sc_hd__edfxtp_1.

The flow reports an fmax of 0.252 GHz. Clock latency of the later-clocked register in the worst-skew pair landed at 0.23 ns. Adding up every negative setup slack in the final design gives 0 ns. The final report lists the setup-violating endpoint count as 0. Area of the mapped netlist landed at roughly 2400 um2. Static leakage power landed at about 1.1 nW.

The floorplan step records an initial core utilization of 30.9%. Share of async-settable or async-resettable flops after synthesis landed at 0%. Antenna diode count landed at 0. Synthesized area divided by synthesized cell count landed at 10.2 um2. Final hold violation count landed at 0. Entering global routing, the biggest net connects 35 pins. For this block, the initial DRC count from the detailed router was 48. Timing analysis after detailed placement gives a worst setup slack of 1.26 ns. Per STA, the worst path is made up of buf_4 > mux2_2 > inv_1 > ha_1 > inv_1 > mux4_2 > inv_1 > clkdlybuf4s50_1. For the worst setup path, the data required time is 4.00 ns. Share of synthesized cell area in full adder, half adder and majority cells landed at a little under 8%. In this run, distinct cell masters in the synthesized netlist total approximately 50. Number of standard-cell rows in the floorplan landed at 32. Combinational power share landed at 26.3%. Relative to the synthesized area, the layout overhead comes to 27.7%. Worst clock skew on the final layout landed at 0.00151 ns. Maximum cell stage delay along the critical path landed at 0.63 ns. Area fraction in mux cells landed at a little over a tenth.

Part of the power in registers landed at 34.6%. For this design, the CTS-stage hold fixing added 0 buffers. Sequential element share of the synthesized area landed at 40.7%. Summed over all nets, the switching power comes to between 0.00006 and 0.00007 W.

The die is 91.2 um tall. Yosys attributes the largest share of cell area to sky130_fd_sc_hd__edfxtp_1 26%, sky130_fd_sc_hd__dfxtp_1 14%, sky130_fd_sc_hd__ha_1 7.9%. Nets still carrying antenna violations after routing amount to 0. Across all layers, the routed design uses 1,803 vias. As logged by OpenROAD, the buffers inserted on ports number 57.

Yosys reported a register bit count of 38. Number of iterations in the first detailed-routing pass landed at 4. Relative contribution of the clock network to total power landed at 39.1%.

The switching portion of total power comes to 25.1%. The arrival time of data at the worst endpoint is listed as 2.97 ns. In this run, post-CTS repair resized a total of 0 instances. By startpoint and endpoint, the worst setup path is classified as flip-flop to primary output. Placeable core region landed at 7730 um2. For this design, the slowest cell found on the critical path is sky130_fd_sc_hd__edfxtp_1. Max-slew violation total from the final report landed at 0. Counting along the longest clock path gives a buffer depth of 2. Summed over its instances, the top area cell type makes up a little over a quarter of the synthesized netlist area. Number of antenna violations at the first check in global routing landed at 0. For reference, the clock transition at the flip-flops on the worst setup and hold paths is 0.05 ns.

60 endpoints have no timing constraint. Internal cell power landed at ~0.00019 W. Warning total across the stage logs landed at 37. The synthesized design contains 21 enable-type register cells.

The most critical hold endpoint after final layout shows a slack of between 0.4 and 0.5 ns. Chip area line of the yosys report landed at 2390 um2. Worst supply voltage drop on vdd landed at 83.8 uV. The first global-routing pass estimated 7.52 mm of wire. The run reported a max-capacitance violation count of 0. The most numerous cell type found on the critical path is sky130_fd_sc_hd__inv_1. Recorded from the global router log, the overflow total was 0. The min-delay analysis places its worst path in the category flip-flop to flip-flop. Yosys shows that the main logic family after synthesis is AND-OR/OR-AND gates. Yosys warning count landed at 3. Post-layout period usage of the worst path landed at 79.4%. At the end of routability-driven placement, the weighted congestion stood at slightly above 0.8.

Using the TritonRoute via totals, the vias-per-cell ratio works out to 4.74. Cell count after synthesis landed at 233. Overall routing resource usage recorded by global route was 11.1%. Layout cell share with drive strength beyond 1 landed at 5.76%.
-- per-layer routing --
layer  GRT usage [%]  vias to the layer above  wire [um]
met5               0                        -          0
met4           0.661                        0         24
met3            1.79                        4        199
met2            16.6                       40       1910
met1            18.2                      821       2290
li1                -                      938          -
-- cell type report --
class / count / area [um2]
clock buffers: 4 / 55.1
flip-flops and latches: 38 / 971
inverters: 13 / 48.8
multi-input cells: 165 / 1270
repair buffers: 58 / 578
fillers: 725 / 4680
well taps: 102 / 128
-- sequential cells by signal (all words and copies together) (netlist names) --
register and flops:
clk10mto10k.CLK10K 1, User_Input1 4, User_Input0 4, eResult 16, clk10mto10k.count 9, LED 4
-- per-stage QoR --
stage,instances,util [%],power (W),area (um2)
finish,380,39.4,0.000256,3050
global route,380,39.4,0.000273,3050
CTS,380,39.4,0.000259,3050
detailed placement,376,38.7,0.000157,2990
global placement,376,38.7,0.000158,2990
floorplan,233,-,0.000128,2390
-- power groups by stage --
| stage | Sequential (W) | Combinational [W] | Clock [W] |
|---|---|---|---|
| 5_1_grt | 0.0000884 | 0.0000753 | 0.000109 |
| 6_report | 0.0000886 | 0.0000675 | 0.000100 |
| 4_1_cts | 0.0000885 | 0.0000673 | 0.000103 |
-- critical path: cells and delay by family, from the launching register on --
family                   cells  cell delay [ns]
adder cells (fa/ha/maj)      1             0.15
flip-flops                   1             0.63
multiplexers                 2             0.86
buffers and inverters        5             1.07
-- cells by family after synthesis --
family,Yosys count
muxes,21
and+or+nand+nor,68
DFF,38
AOI/OAI and AO/OA,53
buffers and inverters,30
adders and majority gates,15
xor gates and xnor gates,8
-- final timing paths --
path                                                      start  slack [ns]  cells past startpoint                         endpoint
worst min-delay path            clk10mto10k.count[0]$_SDFF_PN0_        0.47                      1  clk10mto10k.count[0]$_SDFF_PN0_
worst max register to register  clk10mto10k.count[0]$_SDFF_PN0_        3.47                      3     clk10mto10k.CLK10K$_DFFE_PN_
worst min register to register  clk10mto10k.count[0]$_SDFF_PN0_        0.47                      1  clk10mto10k.count[0]$_SDFF_PN0_
worst max-delay path               clk10mto10k.CLK10K$_DFFE_PN_        1.03                      8                    Segment7_0[4]
-- cell usage in the layout (no fill, tap or decap), types with 4 or more instances in the layout --
cell,count
sky130_fd_sc_hd__a21oi_1,8
sky130_fd_sc_hd__a22o_1,4
sky130_fd_sc_hd__a22oi_1,4
sky130_fd_sc_hd__a31oi_1,4
sky130_fd_sc_hd__a32oi_1,4
sky130_fd_sc_hd__and2_1,4
sky130_fd_sc_hd__and3_1,4
sky130_fd_sc_hd__clkbuf_8,4
sky130_fd_sc_hd__clkdlybuf4s50_1,57
sky130_fd_sc_hd__dfxtp_1,17
sky130_fd_sc_hd__edfxtp_1,21
sky130_fd_sc_hd__ha_1,15
sky130_fd_sc_hd__inv_1,12
sky130_fd_sc_hd__mux2i_1,11
sky130_fd_sc_hd__nand2_1,8
sky130_fd_sc_hd__nand3_1,6
sky130_fd_sc_hd__nand3b_1,6
sky130_fd_sc_hd__nor2_1,18
sky130_fd_sc_hd__nor3_1,6
sky130_fd_sc_hd__o21a_1,5
sky130_fd_sc_hd__o21ai_0,7
sky130_fd_sc_hd__or3_1,4
sky130_fd_sc_hd__xnor2_1,8
Power is estimated from default activity; no workload was simulated.
